$ cat constraint.sdc
current_design hardware_counter

set clk_period 7.7
set clk_io_pct 0.2

create_clock -name clk0 -period $clk_period [get_ports {clk}]

set non_clock_inputs [all_inputs -no_clocks]
set_input_delay [expr $clk_period * $clk_io_pct] -clock clk0 $non_clock_inputs
set_output_delay [expr $clk_period * $clk_io_pct] -clock clk0 [all_outputs]
$ cat config.mk
export PLATFORM = sky130hd
export DESIGN_NAME = hardware_counter
export DESIGN_NICKNAME = hardware_counter
export VERILOG_FILES = /design/flow/design.v
export SDC_FILE = /design/flow/constraint.sdc
export NUM_CORES = 4
export LEC_CHECK = 1
export CORE_AREA = 10 10 94 94
export DIE_AREA = 0 0 104 104
$ cat run.sh
#!/bin/bash
# OpenROAD 26Q1-2900-gdf79404cd8, Yosys 0.63+post, stock flow scripts
make -C /OpenROAD-flow-scripts/flow DESIGN_CONFIG=/design/flow/config.mk WORK_HOME=/design/flow/orfs finish
$ cat design.v
module hardware_counter (
  input clk,
  input rstn,
  input cond,   
  output reg [31:0] counter  
);
  always @(posedge clk) begin
    if (!rstn) begin
        counter <= 32'd0;
    end else begin
      if (cond) begin
        counter <= counter + 32'd1;
      end
    end   
  end
endmodule
==> summary.txt <==
The flow completed. The flow ran to the end, and the final reports show no timing, DRC or antenna violations. The number of antenna violations at the first check in global routing was 0. Number of I/O port buffers landed at 34. The worst hold path terminates at counter[31]. Post-route period utilization is reported as 45.9%. Remaining global-route overflow landed at 0. Per the log, the first TritonRoute iteration ended with a DRC count of 94. Final hold violation count landed at 0. HPWL after detailed placement landed at 2.73 mm. For reference, the final report shows the max-slew violation count at 0. Proportion of layout cells with a drive suffix above 1 landed at 5.85%. Cell internal power dissipation landed at 0.000251 W. The skew report gives the latency at the later pin of the worst-skew pair as 280 ps. The final weighted congestion recorded by global placement is 0.754.

Cell row count landed at 30. The root buffer cell chosen for the clock tree is sky130_fd_sc_hd__clkbuf_8. Across every metal layer, demand over resource in global routing totals 7.19%.

Looking at the max-slew report, the worst-margin pin has a slew of 743 ps. Per the power-grid run, VDD falls by no more than 0.0000843 V. The register with the most flip-flops in the layout has 32 of them.

STA classifies the critical path endpoint as a flip-flop. Number of inserted diodes landed at 0. Yosys reports a chip area of 1560 µm².

met1 track demand over resource after global routing is 9.46%. Final-report setup violation count landed at 0. After synthesis, the largest area contributor takes up 41.0% of total cell area. Prior to clock tree synthesis, the placed netlist has a worst setup slack of 3900 ps. The launch point of the worst min-delay path is recorded as counter[31].

TritonCTS built the clock tree. Number of vias in the routed layout landed at 1396. Fraction of power spent switching nets landed at 21.6%. Setup slack on the critical path of the routed design comes to 4160 ps. Number of instances resized during post-cts repair landed at 0. For the worst flop-to-flop path, the logic depth is 4. On the critical path the data arrives at 3750 ps. Fill cells in the final layout number 725. The synthesis stat section lists a flop and latch total of 32. STA lists the startpoint of the worst register-to-register path as counter[2]. Counting every sink on the clock net gives 32. Share of total power in combinational logic landed at 3.6%. The number of cells on the worst hold path is listed as 2.

Detailed-routing iteration count for the pre-antenna-repair pass landed at 4. The synthesized netlist occupies a cell area of 1560 µm². The H-tree was split into 2 levels.

Sorting the Yosys area breakdown by cell type puts at the top sky130_fd_sc_hd__dfxtp_1. The registers reported with the highest flop counts are counter (32). First-pass GRT wire length landed at 6.64 mm.

Total core area landed at 6830 µm². In this run the layout overhead on the synthesized area is reported as 31.4%. From left edge to right edge, the die measures 104 µm. Required time at the worst-slack endpoint landed at 7910 ps.

Using the TritonRoute via totals, the vias-per-cell ratio works out to 4.64. STA lists the maximum fanout along the critical path as 12. Area of all sequential standard cells landed at 641 µm². Flop-to-flop setup slack landed at 5630 ps. Yosys mapped the design onto 35 distinct sky130hd cell types.

Counting the warning lines in the Yosys log gives 1. Highest achievable clock rate landed at 283 MHz. Chip height landed at 104 µm. Relative slew slack landed at 50.3%. Cell count listed in synth_stat.txt landed at 176. Number of buffers inserted to repair setup after CTS landed at 0. The worst register-to-register path ends at counter[22]. The routed layout reports a DRC error count of 0.

Across all stage logs, warnings added up to 25. For this run, the register share of the synthesized area comes to 41.0%. In this run the power density over the cells is 156 nW/µm². Counting every instance in the synthesized netlist gives 176. Per the post-route antenna check, the number of violating nets is 0. On the final layout, the worst clock skew is 4.23 ps. Leakage component of the power landed at 0.644 nW.

Final wirelength landed at 3.91 mm. The number of hold buffers added after CTS was 0. In this run the most used layer during global routing was met2. The number of global-route vias before repair is 1285. Net switching power landed at 0.0000694 W.

Max-cap check violation count landed at 0. Clock transition time at the flip-flop clock pins of the worst setup and hold paths landed at 70 ps. Per report_power, the sequential group accounts for 52.3% of the total. Post-route minimum period landed at 3540 ps. Setup repair after global routing left no endpoint under its margin. A synthesized cell averages 8.88 µm².

Pin placement for this block handled 35 I/O pins. Per the layout area report, the combinational gate area comes to 837 µm². The critical path is of the in2reg type. Total die area landed at 10800 µm². Once the floorplan was initialized, standard cells occupied 22.9% of the core. Ranked by flip-flop count, first place goes to counter. Global routing met3 resource utilization landed at 3.13%.

Part of the power in the clock network landed at 44.1%. Global routing met2 resource utilization landed at 11.1%. Sorting the synthesized cells by area gives the leading types as sky130_fd_sc_hd__dfxtp_1 41%, sky130_fd_sc_hd__xor2_1 5.0%, sky130_fd_sc_hd__nand2b_1 4.0%, sky130_fd_sc_hd__nand4_1 4.0%, sky130_fd_sc_hd__o41ai_1 3.9%. The min-delay analysis places its worst path in the category reg2reg. The routed design shows a wire length per standard cell of 13.0 µm. Counting along the longest clock path gives a buffer depth of 2. Final total negative setup slack landed at 0 ps. Largest net degree at the start of global routing landed at 24. STA classifies the critical path startpoint as an input port.

Number of buffers created by CTS landed at 5.
[how the worst max path moves through the flow]
stage | from | to | slack (ps) | depth (start not counted)
after global routing | cond | counter[22] | 3960 | 5
after CTS | cond | counter[22] | 4200 | 5
final | cond | counter[22] | 4160 | 5
[kinds of logic after synthesis]
group | after synthesis | synth area share [%]
AND-OR/OR-AND | 30 | 14.9
XOR/XNOR | 13 | 7.29
adder cells (fa/ha/maj) | 1 | 0.801
buffers and inverters | 17 | 5.44
flip-flops | 32 | 41.0
multiplexers | 4 | 2.56
AND/OR/NAND/NOR | 79 | 28.0
[cell usage after synthesis (all sizes together)]
library cell and instances:
a21oi 7, and2 1, and3 3, and4 3, buf 4, clkbuf 8, dfxtp 32, ha 1
inv 5, mux2i 4, nand2 13, nand2b 10, nand3 9, nand4 11, nor2 14, nor3 2
nor3b 1, nor4 3, o21ai 4, o311ai 8, o31ai 3, o41ai 8, or2 1, or3 4
or4 4, xnor2 4, xor2 9
[metrics by stage]
step           hold WS, ps  power, W  area, µm²  std cells  utilization [%]
3_3_place_gp           461  0.000183       1960        294             28.6
4_1_cts                474  0.000325       2050        301             30.1
3_5_place_dp           465  0.000183       1960        294             28.6
2_1_floorplan          430  0.000179       1560        176                -
6_report               473  0.000321       2050        301             30.1
5_1_grt                494  0.000335       2050        301             30.1
[placed cells by master (no fill, tap or decap), drive strengths merged]
| master | instances |
|---|---|
| clkdlybuf4s50 | 34 |
| dfxtp | 32 |
| nor2 | 14 |
| nand2 | 13 |
| nand4 | 11 |
| nand2b | 10 |
| nand3 | 9 |
| xor2 | 9 |
| o41ai | 8 |
| o311ai | 8 |
| a21oi | 7 |
| clkbuf | 7 |
| inv | 5 |
| o21ai | 4 |
| or3 | 4 |
| mux2i | 4 |
| xnor2 | 4 |
| or4 | 4 |
| and4 | 3 |
| o31ai | 3 |
| nor4 | 3 |
| and3 | 3 |
| nor3 | 2 |
| and2 | 1 |
| or2 | 1 |
| nor3b | 1 |
| ha | 1 |
[power groups by stage]
| stage | Sequential, W | Combinational, W | Clock [W] |
|---|---|---|---|
| CTS | 0.000168 | 0.0000117 | 0.000146 |
| global route | 0.000168 | 0.0000131 | 0.000154 |
| finish | 0.000168 | 0.0000115 | 0.000141 |
[routing by layer]
metal | vias up | routed length [µm]
met3 | 4 | 295
met2 | 35 | 1750
met1 | 647 | 1840
li1 | 710 | -
met5 | - | 0
met4 | 0 | 25
[final cells by class]
cell class	count	share of cell area [%]
clock buffer	7	4.69
timing repair buffer	34	16.6
tap	96	5.85
inverter	5	0.914
sequential	32	31.2
multi-input combinational	127	40.8
[worst max-delay path: stages]
cell	delay (ps)
sky130_fd_sc_hd__clkdlybuf4s50_1	620
sky130_fd_sc_hd__and4_1	420
sky130_fd_sc_hd__nand4_1	460
sky130_fd_sc_hd__or4_1	560
sky130_fd_sc_hd__a21oi_1	140
No activity file was given, so power comes from the tool's default toggle rates.

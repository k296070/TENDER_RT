[flow/run.sh]
#!/bin/bash
# OpenROAD 26Q1-2900-gdf79404cd8, Yosys 0.63+post, stock flow scripts
make -C /OpenROAD-flow-scripts/flow DESIGN_CONFIG=/design/flow/config.mk WORK_HOME=/design/flow/orfs finish
[flow/config.mk]
export PLATFORM = sky130hd
export DESIGN_NAME = grp_idx_generator
export DESIGN_NICKNAME = grp_idx_generator
export VERILOG_FILES = /design/flow/design.v
export SDC_FILE = /design/flow/constraint.sdc
export NUM_CORES = 4
export LEC_CHECK = 1
export CORE_AREA = 10 10 103 103
export DIE_AREA = 0 0 113 113
[flow/constraint.sdc]
current_design grp_idx_generator

set clk_period 1.0
set clk_io_pct 0.2

create_clock -name clk0 -period $clk_period [get_ports {clk}]

set non_clock_inputs [all_inputs -no_clocks]
set_input_delay [expr $clk_period * $clk_io_pct] -clock clk0 $non_clock_inputs
set_output_delay [expr $clk_period * $clk_io_pct] -clock clk0 [all_outputs]
[flow/design.v]
module grp_idx_generator (
    input clk,
    input rstn,
    input [15:0] Tmax,    
    input [15:0] in,    
    input [15:0] Chidx_in,
    input valid_in,
    output reg valid_out,
    output reg [15:0] Chidx_out,
    output reg [7:0] grp_idx  
);
    wire comp_mantissa;
    assign comp_mantissa = (Tmax[9:0]<in[9:0]) ? 1'b1 : 1'b0;
    always @(posedge clk or negedge rstn) begin
        if (!rstn) begin
            grp_idx <= 8'b0;
        end else begin
            grp_idx <= Tmax[15:10]-in[15:10]-comp_mantissa;
            valid_out <= valid_in;
            Chidx_out <= Chidx_in;
        end
    end
endmodule
==> results.py <==
# Synthesis and PnR figures
metrics = {
    "global_routing": {
        "grt_start_max_net_pins": 19,
        "grt_pass1_vias": 1187,
        "gr-usage-all-layers": 0.0570,
        "grt_pass1_wl_microns": 6050,
        "antenna_found_initial": 0,
        "grt.overflow.total": 0,
    },
    "floorplanning": {
        "num_io_pins": 76,
        "core_area_sq_um": 8300,
        "die_w_microns": 113,
        "die_y_microns": 113,
        "initCoreUtil": 0.160,
        "chip_area_sq_um": 12800,
        "fp-row-count": 33,
    },
    "timing": {
        "post-route-period-util": 1.67,
        "grt_setup_unrepaired": "yes",
        "whs_ns": 0.456,
        "fin_crit_ns": 1.67,
        "fmax_mhz": 598,
        "tightest_slew_ns": 0.314,
        "drv_slew": 0,
        "slew_headroom": 0.791,
        "setup_viol": 8,
        "hold_violations": 0,
        "finalWorstSetupSlack_ns": -0.671,
    },
    "pwr": {
        "p_clk_frac": 0.194,
        "swShare": 0.261,
        "switchingPower_uw": 761,
        "power.ir.vdd_worst_mv": 0.519,
        "power_density_nw_per_um2": 1100,
        "intPower_mw": 2.16,
        "p_leak_nw": 1.14,
        "power.share.sequential": 0.432,
        "power_frac_comb": 0.373,
    },
    "synth": {
        "syn-instance-count": 106,
        "syn_area_per_cell_sq_um": 12.5,
        "ys_types": 30,
        "top_area_frac": 0.384,
        "ys_ff": 25,
        "ys_seq_share": 0.534,
        "syn_area_sq_um": 1330,
        "ys_cells": 106,
        "yosysChipArea_sq_um": 1330,
        "yosys_warnings": 1,
        "top_cells_by_area": "edfxtp_1 38%, ha_1 16%, dfrtp_1 15%, inv_1 5.4%, xnor2_1 2.6%",
        "yosys.area.top_type": "edfxtp_1",
    },
    "routing": {
        "drtPass1Iterations": 3,
        "ant_nets": 0,
        "drc": 0,
        "first_iter_violations": 11,
        "viasPerCell": 3.60,
        "wl_per_cell_microns": 12.2,
        "vias": 1126,
        "routed_wl_microns": 3800,
        "num_antenna_cells": 0,
    },
    "place": {
        "portBuffers": 75,
        "placed_cells": 306,
        "post-dp-hpwl_microns": 3090,
        "gp_congestion": 0.759,
    },
    "critical_path": {
        "slowest_stage": "fa_2",
        "cp_cell_sequence": "dlygate4sd2_1 > inv_1 > ha_2 > inv_2 > fa_2 > nand3_2 > nand2_4 > xor2_4 > nor4_4 > xnor2_1",
        "crit_type": "in -> reg",
        "worst_ep_arrival_time_ns": 1.86,
        "startpoint_type": "input port",
        "cp.required_ns": 1.19,
        "crit_path_max_incr_delay_ns": 0.37,
        "path_max_fanout": 4,
        "timing.critical_path.to_type": "flip-flop",
    },
    "status": {
        "status": "finished with violations",
        "violations": "setup timing",
    },
    "run": {
        "warning_count": 29,
        "drv_cap": 0,
    },
    "clock_network": {
        "cts_tree": "yes",
        "htree_levels": 1,
        "clkSlewWorstSetupHoldPaths_ns": 0.08,
        "clock_sinks": 25,
        "root_buffer": "clkbuf_8",
        "clk_path_buf_depth": 2,
        "cts_buffers": 3,
    },
    "layout": {
        "syn2layout_area_growth_pct": 99.2,
        "final_cells": 313,
        "finish.utilization": 0.319,
        "drive_gt1_frac": 0.577,
    },
    "hold_path": {
        "hold_path_class": "in -> async",
    },
}
cell families (layout without fill, tap and decap cells):
group           count (synthesis)  in the layout  share of synthesized area
xor+xnor                        7              7                     0.0461
buf+inv                        19            121                     0.0536
simple gates                   19             19                     0.0856
compound gates                 18             18                      0.105
fa+ha+maj                      18             18                      0.175
flops                          25             25                      0.534
worst max-delay path, delay by kind of cell:
kind,cells,cell delay [ns]
buffers and inverters,3,0.32
adders and majority gates,2,0.54
xor gates and xnor gates,2,0.35
and+or+nand+nor,3,0.45
placed cells by master, fill, tap and decap left out, types with 2 or more instances in the layout:
master,instances
buf_2,27
clkdlybuf4s50_1,20
buf_4,20
edfxtp_1,17
ha_4,12
dlygate4sd2_1,12
inv_2,9
buf_6,9
dfrtp_1,8
inv_1,7
ha_2,4
dlymetal6s2s_1,4
o21ai_2,3
a21oi_2,3
xnor2_1,3
clkbuf_8,3
nor2_1,2
inv_4,2
nand2_4,2
nor3_4,2
xor2_1,2
clkbuf_2,2
power by group through the flow:
stage         Sequential [mW]  Combinational (mW)  Clock [mW]
finish                   1.26                1.09       0.568
CTS                      1.26                1.05       0.600
global route             1.28                1.21       0.651
cell type report:
| class | instances | area (sq um) |
|---|---|---|
| multi-input combinational | 62 | 871 |
| sequential | 25 | 711 |
| inverter | 19 | 81.3 |
| fill | 833 | 5650 |
| tap | 105 | 131 |
| timing repair buffer | 98 | 808 |
| clock buffer | 3 | 41.3 |
| clock inverter | 1 | 5.00 |
Yosys cell counts (all sizes together):
cell,n
a21o,2
a21oi,4
a311oi,1
a31oi,1
and3b,1
dfrtp,8
edfxtp,17
fa,1
ha,17
inv,19
nand2,3
nand2b,2
nand3,1
nand3b,1
nor2,3
nor2b,2
nor3,3
nor3b,1
nor4,1
o2111ai,1
o211ai,1
o21a,2
o21ai,3
o21bai,1
o31a,1
o41ai,1
or3,1
xnor2,4
xor2,3
how the worst max path moves through the flow:
stage     startpoint         end  slack, ns  cells past startpoint
6_report    Tmax[10]  grp_idx[6]      -0.67                     10
5_1_grt      Tmax[7]  grp_idx[5]      -0.78                     12
4_1_cts        in[7]  grp_idx[6]      -0.82                     13
registers in the layout, summed over array words and instances, names as in the netlist:
| signal | count |
|---|---|
| valid_out | 1 |
| grp_idx | 8 |
| Chidx_out | 16 |
through the flow:
stage	power [mW]	area [sq um]	setup slack (ns)	TNS, ns
2_1_floorplan	1.59	1380	-0.780	-4.93
3_3_place_gp	2.28	2420	-1.41	-13.70
3_5_place_dp	2.29	2420	-1.44	-13.62
4_1_cts	2.92	2570	-0.818	-5.06
5_1_grt	3.14	2650	-0.776	-5.39
6_report	2.92	2650	-0.671	-4.66
metal layers:
metal  wire length, microns  global-route usage
met5                      0                   0
met4                     23             0.00508
met3                    400              0.0235
met2                   1390              0.0741
met1                   1990              0.0886
what timing repair did:
action,4_1_cts,5_1_grt
gates cloned,0,0
hold buffers,0,0
endpoints found under the hold margin,0,0
setup endpoints to repair,33,12
resized,189,20
pin swaps,33,23
buffers inserted,2,1
Power is estimated from default activity; no workload was simulated.
